--- flow/config.mk ---
export PLATFORM = sky130hd
export DESIGN_NAME = mem_B
export DESIGN_NICKNAME = mem_B
export VERILOG_FILES = /design/flow/design.v
export SDC_FILE = /design/flow/constraint.sdc
export NUM_CORES = 4
export LEC_CHECK = 1
export CORE_UTILIZATION = 40
export SYNTH_MEMORY_MAX_BITS = 65536
--- flow/constraint.sdc ---
current_design mem_B

set clk_period 16.8
set clk_io_pct 0.2

create_clock -name clk0 -period $clk_period [get_ports {clk}]

set non_clock_inputs [all_inputs -no_clocks]
set_input_delay [expr $clk_period * $clk_io_pct] -clock clk0 $non_clock_inputs
set_output_delay [expr $clk_period * $clk_io_pct] -clock clk0 [all_outputs]
--- flow/design.v ---
module pe(tb_in, lr_in, clk, rst, tb_out, lr_out, pe_out);
input [7:0] lr_in, tb_in; 
input clk, rst;
output reg [7:0] lr_out, tb_out; 
output reg [31:0] pe_out; 
wire [15:0] product; 
always @(posedge rst or posedge clk) 
begin
	if(rst) begin
		pe_out <= 0;
		lr_out <= 0;
		tb_out <= 0;
	end
	else begin
		pe_out <= pe_out + {16'b0, product}; 
		lr_out <= lr_in;
		tb_out <= tb_in;
	end
end
assign product = lr_in*tb_in;
endmodule
module fxf_array( tb_in0, tb_in1, tb_in2, tb_in3, lr_in0, lr_in4, lr_in8, lr_in12, clk, rst);
input [7:0] lr_in0, lr_in4, lr_in8, lr_in12, tb_in0, tb_in1, tb_in2, tb_in3;
input clk, rst;
wire [7:0] tb_in0, tb_in1, tb_in2, tb_in3;
wire [7:0] lr_in0, lr_in4, lr_in8, lr_in12;
wire [7:0] tb_out0, tb_out1, tb_out2, tb_out3, tb_out4, tb_out5, tb_out6, tb_out7, tb_out8, tb_out9, tb_out10, tb_out11, tb_out12, tb_out13, tb_out14, tb_out15;
wire [7:0] lr_out0, lr_out1, lr_out2, lr_out3, lr_out4, lr_out5, lr_out6, lr_out7, lr_out8, lr_out9, lr_out10, lr_out11, lr_out12, lr_out13, lr_out14, lr_out15;
wire [31:0] c0, c1, c2, c3, c4, c5, c6, c7, c8, c9, c10, c11, c12, c13, c14, c15;
pe pe0 (tb_in0, lr_in0, clk, rst, tb_out0, lr_out0, c0);
pe pe1 (tb_in1, lr_out0, clk, rst, tb_out1, lr_out1, c1);
pe pe2 (tb_in2, lr_out1, clk, rst, tb_out2, lr_out2, c2);
pe pe3 (tb_in3, lr_out2, clk, rst, tb_out3, lr_out3, c3);
pe pe4 (tb_out0, lr_in4, clk, rst, tb_out4, lr_out4, c4);
pe pe8 (tb_out4, lr_in8, clk, rst, tb_out8, lr_out8, c8);
pe pe12 (tb_out8, lr_in12, clk, rst, tb_out12, lr_out12, c12);
pe pe5 (tb_out1, lr_out4, clk, rst, tb_out5, lr_out5, c5);
pe pe6 (tb_out2, lr_out5, clk, rst, tb_out6, lr_out6, c6);
pe pe7 (tb_out3, lr_out6, clk, rst, tb_out7, lr_out7, c7);
pe pe9 (tb_out5, lr_out8, clk, rst, tb_out9, lr_out9, c9);
pe pe10 (tb_out6, lr_out9, clk, rst, tb_out10, lr_out10, c10);
pe pe11 (tb_out7, lr_out10, clk, rst, tb_out11, lr_out11, c11);
pe pe13 (tb_out9, lr_out12, clk, rst, tb_out13, lr_out13, c13);
pe pe14 (tb_out10, lr_out13, clk, rst, tb_out14, lr_out14, c14);
pe pe15 (tb_out11, lr_out14, clk, rst, tb_out15, lr_out15, c15);		      
endmodule
module mem_A
#(
parameter   NUM_COL_a             =  16,
parameter   COL_WIDTH_a           =   8,
parameter   ADDR_WIDTH_a          =   6,
parameter   DATA_WIDTH_a      =  NUM_COL_a*COL_WIDTH_a   
 )
(input clk, rst,
input wr_enA,
input rd_enA,
input [ADDR_WIDTH_a-1:0] addrA_a,
input [COL_WIDTH_a-1:0] dinA_a,
output reg [COL_WIDTH_a-1:0] lr_in0,
input [ADDR_WIDTH_a-1:0] addrB_a,
input [COL_WIDTH_a-1:0] dinB_a,
output reg [COL_WIDTH_a-1:0] lr_in4,
input [ADDR_WIDTH_a-1:0] addrC_a,
input [COL_WIDTH_a-1:0] dinC_a,
output reg [COL_WIDTH_a-1:0] lr_in8,
input [ADDR_WIDTH_a-1:0] addrD_a,
input [COL_WIDTH_a-1:0] dinD_a,
output reg [COL_WIDTH_a-1:0] lr_in12);
reg [DATA_WIDTH_a-1:0]   ram_block_a [(2**ADDR_WIDTH_a)-1:0];
integer                i,j,k,l;
always @ (posedge clk) begin
	if(wr_enA) begin
		if (rst) begin
			for(i=0;i<(2**ADDR_WIDTH_a);i=i+1) begin
               ram_block_a[i] <= 128'b0;
			end
		end
		else begin
			for(i=0;i<NUM_COL_a;i=i+1) begin
               ram_block_a[addrA_a][i*COL_WIDTH_a +: COL_WIDTH_a] <= dinA_a;
			end
		end
	end
	else if (rd_enA) begin
		for (i=0; i<NUM_COL_a; i=i+1)begin
         lr_in0 <= ram_block_a[addrA_a][i*COL_WIDTH_a +: COL_WIDTH_a];  
		end
    end
end
always @ (posedge clk) begin
	if(wr_enA) begin
		if(rst) begin
			for(j=0;j<(2**ADDR_WIDTH_a);j=j+1) begin
               ram_block_a[j] <= 128'b0;
			end
		end
		else begin
			for(j=1;j<NUM_COL_a;j=j+1) begin
			   ram_block_a[addrB_a][0 +: COL_WIDTH_a] <= 8'b0;
               ram_block_a[addrB_a][j*COL_WIDTH_a +: COL_WIDTH_a] <= dinB_a;
			end
		end
	end	 
	else if(rd_enA) begin
		for(j=0;j<NUM_COL_a;j=j+1) begin
				lr_in4 <= ram_block_a[addrB_a][j*COL_WIDTH_a +: COL_WIDTH_a];
		end
    end
end
always @ (posedge clk) begin
	if(wr_enA) begin
		if(rst) begin
			for(k=0;k<(2**ADDR_WIDTH_a);k=k+1) begin
               ram_block_a[k] <= 128'b0;
			end
		end
		else begin
			for(k=2;k<NUM_COL_a;k=k+1) begin
			   ram_block_a[addrC_a][0 +: COL_WIDTH_a] <= 8'b0;
			   ram_block_a[addrC_a][COL_WIDTH_a +: COL_WIDTH_a] <= 8'b0;
               ram_block_a[addrC_a][k*COL_WIDTH_a +: COL_WIDTH_a] <= dinC_a;
			end
		end
	end	 
	else if(rd_enA) begin
		for(k=0;k<NUM_COL_a;k=k+1) begin
				lr_in8 <= ram_block_a[addrC_a][k*COL_WIDTH_a +: COL_WIDTH_a];
		end
    end
end
always @ (posedge clk) begin
	if(wr_enA) begin
		if(rst) begin
			for(l=0;l<(2**ADDR_WIDTH_a);l=l+1) begin
               ram_block_a[l] <= 128'b0;
			end
		end
		else begin
			for(l=3;l<NUM_COL_a;l=l+1) begin
			   ram_block_a[addrD_a][0 +: COL_WIDTH_a] <= 8'b0;
			   ram_block_a[addrD_a][COL_WIDTH_a +: COL_WIDTH_a] <= 8'b0;
			   ram_block_a[addrD_a][2*COL_WIDTH_a +: COL_WIDTH_a] <= 8'b0;
               ram_block_a[addrD_a][l*COL_WIDTH_a +: COL_WIDTH_a] <= dinD_a;
			end
		end
	end	 
	else if(rd_enA) begin
		for(l=0;l<NUM_COL_a;l=l+1) begin
				lr_in12 <= ram_block_a[addrD_a][l*COL_WIDTH_a +: COL_WIDTH_a];
		end
    end
end
endmodule
module mem_B
#(
parameter   NUM_COL_b             =  16,
parameter   COL_WIDTH_b           =   8,
parameter   ADDR_WIDTH_b          =   6,
parameter   DATA_WIDTH_b      =  NUM_COL_b*COL_WIDTH_b   
 )
(input clk, rst,
input wr_enB,
input rd_enB,
input [ADDR_WIDTH_b-1:0] addrA_b,
input [COL_WIDTH_b-1:0] dinA_b,
output reg [COL_WIDTH_b-1:0] tb_in0,
input [ADDR_WIDTH_b-1:0] addrB_b,
input [COL_WIDTH_b-1:0] dinB_b,
output reg [COL_WIDTH_b-1:0] tb_in1,
input [ADDR_WIDTH_b-1:0] addrC_b,
input [COL_WIDTH_b-1:0] dinC_b,
output reg [COL_WIDTH_b-1:0] tb_in2,
input [ADDR_WIDTH_b-1:0] addrD_b,
input [COL_WIDTH_b-1:0] dinD_b,
output reg [COL_WIDTH_b-1:0] tb_in3);
reg [DATA_WIDTH_b-1:0]   ram_block_b [(2**ADDR_WIDTH_b)-1:0];
integer                p,q,r,s;
always @ (posedge clk) begin
	if(wr_enB) begin
		if(rst) begin
			for(p=0;p<(2**ADDR_WIDTH_b);p=p+1) begin
               ram_block_b[p] <= 128'b0;
			end
		end
		else begin
			for(p=0;p<NUM_COL_b;p=p+1) begin
               ram_block_b[addrA_b][p*COL_WIDTH_b +: COL_WIDTH_b] <= dinA_b;
			end
        end
	end
	else if (rd_enB) begin
		for (p=0; p<NUM_COL_b; p=p+1)begin
         tb_in0 <= ram_block_b[addrA_b][p*COL_WIDTH_b +: COL_WIDTH_b];  
		end
    end
end
always @ (posedge clk) begin
	if(wr_enB) begin
		if(rst) begin
			for(q=0;q<(2**ADDR_WIDTH_b);q=q+1) begin
               ram_block_b[q] <= 128'b0;
			end
		end
		else begin
			for(q=1;q<NUM_COL_b;q=q+1) begin
			   ram_block_b[addrB_b][0 +: COL_WIDTH_b] <= 8'b0;
               ram_block_b[addrB_b][q*COL_WIDTH_b +: COL_WIDTH_b] <= dinB_b;
			end
		end
	end	 
	else if(rd_enB) begin
		for(q=0;q<NUM_COL_b;q=q+1) begin
				tb_in1 <= ram_block_b[addrB_b][q*COL_WIDTH_b +: COL_WIDTH_b];
		end
    end
end
always @ (posedge clk) begin
	if(wr_enB) begin
		if(rst) begin
			for(r=0;r<(2**ADDR_WIDTH_b);r=r+1) begin
               ram_block_b[r] <= 128'b0;
			end
		end
		else begin
			for(r=2;r<NUM_COL_b;r=r+1) begin
			   ram_block_b[addrC_b][0 +: COL_WIDTH_b] <= 8'b0;
			   ram_block_b[addrC_b][COL_WIDTH_b +: COL_WIDTH_b] <= 8'b0;
               ram_block_b[addrC_b][r*COL_WIDTH_b +: COL_WIDTH_b] <= dinC_b;
			end
		end
	end	 
	else if(rd_enB) begin
		for(r=0;r<NUM_COL_b;r=r+1) begin
				tb_in2 <= ram_block_b[addrC_b][s*COL_WIDTH_b +: COL_WIDTH_b];
		end
    end
end
always @ (posedge clk) begin
	if(wr_enB) begin
		if(rst) begin
			for(s=0;s<(2**ADDR_WIDTH_b);s=s+1) begin
               ram_block_b[s] <= 128'b0;
			end
		end
		else begin
			for(s=3;s<NUM_COL_b;s=s+1) begin
			   ram_block_b[addrD_b][0 +: COL_WIDTH_b] <= 8'b0;
			   ram_block_b[addrD_b][COL_WIDTH_b +: COL_WIDTH_b] <= 8'b0;
			   ram_block_b[addrD_b][2*COL_WIDTH_b +: COL_WIDTH_b] <= 8'b0;
               ram_block_b[addrD_b][s*COL_WIDTH_b +: COL_WIDTH_b] <= dinD_b;
			end
		end
	end	 
	else if(rd_enB) begin
		for(s=0;s<NUM_COL_b;s=s+1) begin
				tb_in3 <= ram_block_b[addrD_b][s*COL_WIDTH_b +: COL_WIDTH_b];
		end
    end
end
endmodule
module mem_C
#(
parameter   NUM_COL_c             =   4,
parameter   COL_WIDTH_c           =   8,
parameter   ADDR_WIDTH_c          =   8,
parameter   DEPTH_c               =  2**ADDR_WIDTH_c,  
parameter   DATA_WIDTH_c          =  NUM_COL_c*COL_WIDTH_c   
 )
(input clk, rst,
input wr_enC,
input rd_enC,
input [31:0] c0,c1, c2, c3, c4, c5, c6, c7, c8, c9, c10, c11, c12, c13, c14, c15,
output reg [31:0] row_1out, row_2out, row_3out, row_4out);
reg [DATA_WIDTH_c-1:0]   ram_block_c [DEPTH_c-1:0];
integer                w;
always @ (posedge clk) begin
	if(wr_enC) begin
		if(rst) begin
			for(w=0; w< DEPTH_c-1;w=w+1)begin
				ram_block_c[w]<= 32'b0;
			end
		end
		else begin
			ram_block_c[0]<={c0, c1, c2, c3};
			ram_block_c[1]<={c4, c5, c6, c7};
			ram_block_c[2]<={c8, c9, c10, c11};
			ram_block_c[3]<={c12, c13, c14, c15};
        end
	end
	else if (rd_enC) begin
			row_1out<= ram_block_c[0];
			row_2out<= ram_block_c[1];
			row_3out<= ram_block_c[2];
			row_4out<= ram_block_c[3];
		end
end
endmodule
--- flow/run.sh ---
#!/bin/bash
# OpenROAD 26Q1-2900-gdf79404cd8, Yosys 0.63+post, stock flow scripts
make -C /OpenROAD-flow-scripts/flow DESIGN_CONFIG=/design/flow/config.mk WORK_HOME=/design/flow/orfs finish
==> changes_impl.md <==
### Changed

- Status: finished, violations left
- Failing checks: capacitance limit, slew limit
- Max incr delay on CP: 910 ps
- CP max FO: 20
- Combinational Area: 33,700 µm²
- Slowest cell on the critical path: and2b_1
- VDD IR max: 93.4 µV
- Crit start category: input pin
- Worst-path cell chain: clkdlybuf4s50_1 > buf_4 > and2b_1 > nand2_2 > buf_4 > nor2_1 > nor4_1 > nand2_1
- # Cells Yosys: 6,354
- DRC: 0
- FF/Latch Area: 31,700 µm²
- Clk sinks: 1,057
- Crit end category: flop
- Main synth FF type: edfxtp_1
- Post-Syn Area: 68,800 µm²
- Vias in the first global route: 63.0k
- Number of H-tree levels: 3
- Most used cell, CP: buf_4
- Final setup vio count: 0
- CTS tree: done
- Initial antenna violation count: 57
- Power per standard cell area: 92.5 nW/µm²
- Static Leak: 25.3 nW
- Clk root buf: clkbuf_16
- Worst Hold Class: reg -> reg
- Total GRT Usage: 0.545
- Largest net degree at the start of global routing: 67
- FFs w/ async S/R, synth: 0
- Area growth, synth to finish: 11.9%
- Iter 0 DRT Violations: 8,113
- RD Place Congestion: 1.13
- Fillcell total: 15.4k
- Post-detailed-route count of antenna-violating nets: 0
- Die area: 174,000 µm²
- Rel. slew slack: -0.00445
- Period Utilization, post-route: 0.437
- First-pass GRT wire length: 589 mm
- Least-Margin Pin Slew: 1500 ps
- Routed wire length: 450 mm
- Fraction of final layout cells with drive strength greater than 1: 0.185
- Ys Warns: 1
- Total CTS buffers: 118
- Setup Crit Path Kind: in -> reg
- Pre-placement core utilization: 0.405
- I/O pin count: 92
- DR vias/cell: 7.55
- Max clock buf depth: 3
- Cts hold-fix bufs: 0
- CP delay by family, top: simple AND/OR/NAND/NOR gates
- Synth Instances: 6,354
- Maximum clock frequency: 0.136 GHz
- Flops out of synthesis: 1,057
- CP required: 17,240 ps
- Crit path DAT: 7790 ps
- Unrepaired setup endpoints after global routing: false
- WP buf/inv: 3
- Setup bufs post-CTS: 0
- MaxCap Viol Count: 1
- Post-route minimum period: 7350 ps
- Num rows: 151
- Routed len/inst: 51.9 µm
- Avg Cell Area, Syn: 10.8 µm²
- Total congestion overflow: 0
- Die height: 417 µm
- YS chip area: 68,800 µm²
- Number of enable flip-flop cells: 1,057
- Clock transition at path regs: 70 ps
- Die Wd: 417 µm
- Final hold violation count: 0
- Placed wire-length estimate: 320 mm
- Setup TNS: 0 ps
- Final Max Tran Viols: 9
- Synth cell types: 75
- Fin util: 0.453
- Log Warnings: 26
- Port Buffers: 91
- Layout Skew: 40.4 ps
- Total number of vias: 65.4k
- Register share after synthesis: 0.461
- Post-CTS sizing: 0
- Drt pass-1 iters: 10
- Clk latency late pin: 830 ps
- Core area: 170,000 µm²
area by class of cell:
| type | count | share of cell area |
|---|---|---|
| Multi-Input combinational cell | 4406 | 0.437 |
| Sequential cell | 1057 | 0.412 |
| Timing Repair Buffer | 545 | 0.0553 |
| Clock buffer | 146 | 0.0400 |
| Tap cell | 2218 | 0.0361 |
| Inverter | 191 | 0.00932 |
| Clock inverter | 71 | 0.00852 |
| Antenna cell | 35 | 0.00114 |
worst register-to-register path: cells and delay by family, from the launching register on:
kind | cells | cell delay, ps
mux | 2 | 1050
flops | 1 | 470
simple gates | 2 | 650
compound gates | 2 | 780
flip-flops by register name, indices dropped and copies added, names as in the netlist:
register and count:
tb_in3 8, s 1, tb_in0 8, ram_block_b 1024
tb_in1 8, tb_in2 8
kinds of logic after synthesis:
logic type	count (synthesis)	synth area share
AOI/OAI and AO/OA	2264	0.245
buffers and inverters	891	0.0537
DFF	1057	0.461
muxes	551	0.112
and+or+nand+nor	1591	0.128
routing by layer:
| metal | vias to the layer above | GRT usage | part of all wire |
|---|---|---|---|
| met5 | - | 0.0842 | 0.0054 |
| met4 | 89 | 0.355 | 0.090 |
| met3 | 1668 | 0.414 | 0.19 |
| met2 | 6137 | 0.699 | 0.39 |
| met1 | 31994 | 0.627 | 0.32 |
| li1 | 25521 | - | - |
cells in the final DEF, fill, tap and decap left out, types with 20 or more instances in the layout:
cell type / instances
nand2_1: 319
a221oi_1: 384
and2_1: 352
o21ai_1: 45
a22o_1: 37
nor3_1: 272
edfxtp_1: 1057
mux2i_1: 226
o221ai_1: 24
a21oi_1: 191
o22ai_1: 117
o21bai_1: 321
clkbuf_1: 27
clkdlybuf4s50_1: 47
buf_4: 488
clkbuf_16: 119
nor3_4: 32
or4_1: 20
nand3_1: 65
clkinv_1: 28
a22oi_1: 212
or2_1: 24
diode_2: 35
nor2_1: 256
o21ai_0: 332
nor4_1: 30
nor3_2: 51
mux4_2: 160
mux2_2: 165
a221o_1: 289
o31ai_1: 169
inv_1: 185
o2111ai_1: 35
cells in the mapped netlist, drive strengths merged, types with 15 or more instances:
master,count,area (µm²)
nor4,46,388
nor2b,26,163
o221ai,24,210
buf,240,1250
a22o,37,324
a21oi,191,956
a221oi,384,3360
o31ai,169,1270
inv,189,709
or2,33,206
nand3,74,375
o21ai,377,1890
and2,359,2250
a22oi,212,1590
nor2,265,997
mux2i,226,2260
o2bb2ai,18,158
mux2,165,1860
nand2,333,1250
a221o,289,2890
o211ai,15,113
edfxtp,1057,31700
o2111ai,44,385
mux4,160,3600
or4,20,150
o22ai,117,732
nor3,355,2390
clkbuf,460,1730
o21bai,321,2410
stage by stage:
stage                     hold slack (ps)  total power, W  cells  setup slack (ps)  cell area (µm²)
after global routing                  998         0.00719   8639              9380            76900
final                                 973         0.00712   8669              9450            77000
after global placement                925         0.00448   8417              8910            73100
after CTS                             953         0.00703   8634              9690            76900
after detailed placement              922         0.00446   8417              8860            73100
after floorplan                       642         0.00373   6354             11070            68800
power breakdown:
part | internal, W | switching, W | total (W)
Clock | 0.00142 | 0.00118 | 0.00260
Sequential | 0.00307 | 0.000205 | 0.00328
Combinational | 0.000324 | 0.000910 | 0.00123
path summary, 6_finish.rpt:
check | from | to | slack [ps] | cells after the start
setup / recovery | wr_enB | ram_block_b[38][122] | 9450 | 8
hold reg to reg | ram_block_b[8][1] | tb_in2[1] | 970 | 5
hold / removal | ram_block_b[8][1] | tb_in2[1] | 970 | 5
setup reg to reg | ram_block_b[49][123] | tb_in3[3] | 13540 | 6
Power is estimated from default activity; no workload was simulated.
